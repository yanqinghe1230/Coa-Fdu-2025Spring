File: /design/flow/constraint.sdc
current_design eqcmp

set clk_period 1.7
set clk_io_pct 0.2

create_clock -name clk0 -period $clk_period

set non_clock_inputs [all_inputs -no_clocks]
set_input_delay [expr $clk_period * $clk_io_pct] -clock clk0 $non_clock_inputs
set_output_delay [expr $clk_period * $clk_io_pct] -clock clk0 [all_outputs]
File: /design/flow/config.mk
export PLATFORM = sky130hd
export DESIGN_NAME = eqcmp
export DESIGN_NICKNAME = eqcmp
export VERILOG_FILES = /design/flow/design.v
export SDC_FILE = /design/flow/constraint.sdc
export NUM_CORES = 4
export LEC_CHECK = 1
export CORE_AREA = 10 10 70 70
export DIE_AREA = 0 0 80 80
export SYNTH_HDL_FRONTEND = slang
File: /design/flow/run.sh
#!/bin/bash
# OpenROAD 26Q1-2900-gdf79404cd8, Yosys 0.63+post, stock flow scripts
make -C /OpenROAD-flow-scripts/flow DESIGN_CONFIG=/design/flow/config.mk WORK_HOME=/design/flow/orfs finish
File: /design/flow/design.v
`timescale 1ns / 1ps
module eqcmp(input logic [31:0] a,
              input logic [31:0] b,
              input logic c,
              output logic eq);
assign eq=(a==b)^c;
endmodule
==> results_slide.txt <==
Implementation Results

Setup path
  • Cell count along the critical path: 7
  • CP required: 1.36 ns
  • Buf/Inv on CP: 2
  • Setup CP Type: in2out
  • Worst EP arrival: around 1.4 ns
  • CP Launch Type: input port
  • Slowest Stage Delay on Critical Path: 0.25 ns
  • Crit. End Element: output port
  • Critical-path maximum fanout: 1
  • Crit path top cell by count: xnor2_1
  • Critical path cell sequence: clkdlybuf4s15_1, xnor2_1, nand4_1, nor4_1, nand2_1, xnor2_1, buf_2
  • Slowest CP cell: nor4_1
  • CP delay by family, top: simple AND/OR/NAND/NOR gates

Global route
  • First-pass GRT wire length: 3110 µm
  • Pin count of the biggest net entering global routing: 2
  • GRT Overall Usage: 5.83%
  • Grt ovf: 0
  • Vias in the first global route: 649
  • Initial antenna violation count: 0

Place
  • Gp weighted congestion: between 0.8 and 0.9
  • Area after DPL: 1070 µm²
  • Placed instance count: approximately 160
  • Buffers on Ports: between 60 and 70

STA
  • Relative slew slack: 84.2%
  • Max-slew violations: 0
  • Setup_tns: -0.0308 ns
  • Final hold slack: 1.15 ns
  • Final setup viols: 1
  • Fmax achieved: 0.578 GHz
  • RSZ-0062 raised after global routing: true
  • Minimum clock period after layout: 1.73 ns
  • Worst-margin pin slew: 0.234 ns
  • Final WS setup: -0.0308 ns
  • Final Hold Viols: 0
  • Fin crit share: 102%

Cells and area
  • Fraction of layout cells with a size suffix above 1: 62.7%
  • Layout area overhead: 180%
  • Flop area: 0 µm²
  • Fin cells: 156
  • Final instance area: 993 µm²
  • # clk buffers: 0
  • FF+latch count: 0

Status
  • Violations in the final reports: setup timing
  • Run status: complete, but fails checks

Drt
  • Ant diodes: 0
  • Iter 0 DRT Violations: 2
  • Via density: around 3.6
  • Drt wl/cell: around 13 µm
  • Remaining DRCs: 0
  • First-pass DRT Iterations: 2
  • Final antenna-violating net count: 0
  • Via count: 559
  • WL final: 1950 µm

Power and ir drop
  • Total Power: between 200 and 250 µW
  • Sequential share of power: 0%
  • Power Internal: 154 µW
  • Leakage: 0.441 nW
  • Pwr dens: 224 nW/µm²
  • Sw power: 68.1 µW
  • Clock share of power: 0%
  • Combinational share of power: roughly 100%
  • Switching Share: a little under a third
  • Max VDD drop: 82.7 µV

Synthesis
  • Largest cells by area after synthesis: xnor2_1 (81%), nand4_1 (14%), nor4_1 (3.5%)
  • Area leader share: 81.3%
  • Seq/Total Area, Yosys: 0%
  • Cell count in the Yosys report: 44
  • Synth Instances: around 44
  • Cell type with the largest total area after synthesis: xnor2_1
  • Synthesized area per cell: 8.08 µm²
  • Yosys stat area: 355 µm²
  • Synthesized area: 355 µm²
  • YS warnings: 0
  • Yosys cell types: 4

Floorplanning
  • FP Rows: 21
  • Num ports: 66
  • Die X: 80 µm
  • Init Core Util: 10.4%
  • Core area: about 3400 µm²
  • Die area: 6400 µm²
  • Die y size: 80 µm

Worst hold path
  • Type of the worst min-delay path: in2out
  • Hold depth: 7

Clocking
  • Post-CTS setup buffers: 0
  • Hold buffers post-CTS: 0

Run
  • Log Warnings: 34
  • Max Cap Viol: 0
-- power by group through the flow --
| stage | Combinational [mW] | Sequential, mW | Clock (mW) |
|---|---|---|---|
| 4_1_cts | 0.215 | 0 | 0 |
| 5_1_grt | 0.241 | 0 | 0 |
| 6_report | 0.223 | 0 | 0 |
-- metrics by stage --
stage	setup slack, ns	util, %
after floorplan	0.341	-
after global placement	-0.912	31.4
after detailed placement	-0.880	31.4
after CTS	-0.0481	28.2
after global routing	-0.150	29.1
final	-0.0308	29.1
-- per-layer routing --
layer,GRT usage [%],vias to the layer above,wire length [µm]
met3,3.41,0,346
li1,-,284,-
met4,0,0,0
met5,0,-,0
met1,7.62,216,935
met2,8.59,59,670
-- cell usage in the layout, fill, tap and decap left out --
master / n
clkbuf_2: 3
clkdlybuf4s15_2: 1
xnor2_2: 12
xnor2_1: 21
nand2_1: 1
nor4_2: 1
clkdlybuf4s15_1: 9
buf_2: 37
buf_6: 14
nor4_1: 1
nand4_1: 8
buf_8: 1
clkdlybuf4s50_1: 1
-- cell families (layout without fill, tap and decap cells) --
kind of cell / after synthesis / count (layout) / synth area share [%]
AND/OR/NAND/NOR: 11 / 11 / 18.7
buffers and inverters: 0 / 66 / 0
XOR/XNOR: 33 / 33 / 81.3
-- cell usage after synthesis --
cell / count
nand4_1: 8
nor4_1: 2
xnor2_1: 33
nand2_1: 1
-- tightest hold or removal path: cells and delay by family --
family	cells	cell delay (ns)
xor gates and xnor gates	2	0.11
buffers and inverters	2	0.19
and+or+nand+nor	3	0.18
-- repair_timing --
action / in CTS / in global routing
setup endpoints to repair: 1 / 1
gates resized: 226 / 16
pin swaps: 44 / 12
-- worst paths after layout --
check / startpoint / endpoint
max: a[1] / eq
min: b[14] / eq
-- layout make-up --
cell class | instances | area [µm²]
repair buffers | 66 | 484
multi-input cells | 44 | 452
fillers | 372 | 2420
well taps | 46 | 57.6
Power is estimated from default activity; no workload was simulated.
