File: ./run.sh
#!/bin/bash
# OpenROAD 26Q1-2900-gdf79404cd8, Yosys 0.63+post, stock flow scripts
make -C /OpenROAD-flow-scripts/flow DESIGN_CONFIG=/design/flow/config.mk WORK_HOME=/design/flow/orfs finish
File: ./config.mk
export PLATFORM = sky130hd
export DESIGN_NAME = hazard
export DESIGN_NICKNAME = hazard
export VERILOG_FILES = /design/flow/design.v
export SDC_FILE = /design/flow/constraint.sdc
export NUM_CORES = 4
export LEC_CHECK = 1
export CORE_AREA = 10 10 81 81
export DIE_AREA = 0 0 91 91
export SYNTH_HDL_FRONTEND = slang
File: ./constraint.sdc
current_design hazard

set clk_period 1.8
set clk_io_pct 0.2

create_clock -name clk0 -period $clk_period

set non_clock_inputs [all_inputs -no_clocks]
set_input_delay [expr $clk_period * $clk_io_pct] -clock clk0 $non_clock_inputs
set_output_delay [expr $clk_period * $clk_io_pct] -clock clk0 [all_outputs]
File: ./design.v
`timescale 1ns / 1ps
module hazard(
input logic [4:0] rsD,rtD,rsE,rtE,
input logic [4:0] writeregE,writeregM,writeregW,
input logic regwriteE,regwriteM,regwriteW,
input logic memtoregE,memtoregM,branchD,branchbneD,
output logic forwardaD,forwardbD,
output logic [1:0] forwardaE,forwardbE,
output logic stallF,stallD,flushE);
logic lwstallD,branchstallD;
assign forwardaD=(rsD!=0&rsD==writeregM & regwriteM);
assign forwardbD=(rtD!=0 & rtD ==writeregM & regwriteM);
always_comb begin
    forwardaE=2'b00;
    forwardbE=2'b00;
    if (rsE!=0)
        if (rsE ==writeregM & regwriteM) forwardaE=2'b10;
    else
        if (rsE==writeregW & regwriteW) forwardaE=2'b01;
    if (rtE!=0)
        if(rtE==writeregM & regwriteM) forwardbE=2'b10;
    else
        if (rtE==writeregW & regwriteW) forwardbE=2'b01;
end
assign lwstallD=memtoregE & (rtE==rsD | rtE==rtD);
assign branchstallD=(branchD | branchbneD)& 
                (regwriteE & (writeregE==rsD | writeregE ==rtD)|
                memtoregM & (writeregM ==rsD | writeregM ==rtD));
assign stallD=lwstallD | branchstallD;
assign stallF=stallD;
assign flushE=stallD;                
endmodule
==> out/metrics.yaml <==
core_area_um2: 4820
required_ps: 1440
layout_top_cells: "xor2_1, xnor2_1, buf_6"
peakVddDrop_v: 0.0000960
drt_iter0_drc: 21
avgSynthCellArea_um2: 7.89
grt_use_total: 0.0747
ys_cells: 92
synth_seq_share: 0
grt_pass1_vias: 1027
fin_ws_ps: 7.73
antenna_found_initial: 0
die_x_um: 91
hold_start: "rsE[0]"
place_hpwl_um: 2720
report.final.hold_viol_count: 0
period_minus_slack_ps: 1790
min_to: "forwardaE[0]"
rsz0062_at_grt: "true"
final_area_um2: 1560
diodes: 0
vias_per_cell: 3.93
finish.utilization: 0.323
lay_top_count: "xor2_1"
row_count: 25
syn_area_um2: 726
ys_types: 21
status: "complete, no violations"
place_congestion: 0.899
ys_area_um2: 726
worstSetupPathType: "input pin to output port"
relSlewSlack: 0.838
via_count: 911
fp.dieH_um: 91
ios: 51
pre_cts_ws_ps: -849
clockBufferCount: 0
post-route-drc-count: 0
min_path_type: "input pin to output port"
fmax_mhz: 558
wl_um: 3140
dieArea_um2: 8280
power_density_nw_per_um2: 218
slew_viol_final: 0
final_antenna_net_count: 0
seq_cells: 0
register_area_um2: 0
grt_pass1_wl_um: 5200
cp-start-kind: "input pin"
grt_max_degree: 6
fin_crit_sh: 0.996
whs_ps: 1140
cts_hold_buf: 0
overflow: 0
setup_violations: 0
fp_util: 0.151
arrival_ps: 1430
instances_no_fill: 232
syn-instance-count: 92
post-place-cells: 224
drtPass1Iterations: 2
port_buffers: 51
drv_cap: 0
area_growth_pct: 114
synth_warnings: 0
endpoint_kind: "output port"
placed_area_um2: 1420
p_leak_nw: 0.668
worstMarginPinSlew_ps: 241
critPathMaxFanout: 3
whs_path_depth: 4
drive_above_1_share: 0.533
warning_count: 34
wire_per_inst_um: 13.5
==> per-layer routing <==
layer	wire length, um	track usage	share of wire
met5	0	0	0
met4	0	0	0
met3	142	0.0133	0.045
met2	1260	0.111	0.40
met1	1740	0.115	0.55
==> worst max-delay path: stages <==
cell and delay, ps:
buf_2 120, or4_4 540, nor2_4 150, buf_4 120, nor2_2 30, buf_2 100
==> metrics by stage <==
| stage | power (W) | setup TNS (ps) |
|---|---|---|
| 6_report | 0.000340 | 0 |
| 2_1_floorplan | 0.000126 | 0 |
| 4_1_cts | 0.000306 | -233 |
| 5_1_grt | 0.000370 | -493 |
| 3_3_place_gp | 0.000307 | -6810 |
| 3_5_place_dp | 0.000308 | -6930 |
==> worst max-delay path by stage <==
stage,end,slack [ps],start,cells after the start
4_1_cts,forwardbE[1],-80,rtE[1],7
5_1_grt,flushE,-150,rsD[0],8
6_report,forwardaE[1],8,rsE[1],6
==> logic make-up (layout without fill, tap and decap cells) <==
| group | after synthesis | count (layout) | share of synthesized area |
|---|---|---|---|
| buffers and inverters | 7 | 80 | 0.0810 |
| XOR/XNOR | 50 | 50 | 0.603 |
| AND/OR/NAND/NOR | 29 | 29 | 0.248 |
| AND-OR/OR-AND | 6 | 6 | 0.0672 |
==> synthesized netlist by cell type (2+ instances only) <==
master	n	area share
nand4_1	4	0.034
buf_4	2	0.021
nand2_1	2	0.010
or3_1	2	0.017
nor3_1	4	0.028
xnor2_1	26	0.31
buf_6	3	0.047
o311a_1	2	0.028
nor2_1	3	0.016
nand3_1	5	0.034
nor4_1	4	0.034
a31oi_1	2	0.017
xor2_1	24	0.29
buf_2	2	0.014
==> area by class of cell <==
cell class,count,area (um^2)
fill,518,3260
multi-input combinational,85,792
timing repair buffer,80,681
tap,67,83.8
==> power by group <==
group,switching [W],internal (W)
clock network,0,0
logic,0.000140,0.000200
registers,0,0
total,0.000140,0.000200
==> repair_timing <==
| action | CTS | global route |
|---|---|---|
| pin swaps | 25 | 23 |
| setup buffers | 11 | 1 |
| setup endpoints to repair | 9 | 8 |
| gates resized | 168 | 47 |
No activity file was given, so power comes from the tool's default toggle rates.
